<file path="/design/flow/config.mk">
export PLATFORM = sky130hd
export DESIGN_NAME = seven_segment
export DESIGN_NICKNAME = seven_segment
export VERILOG_FILES = /design/flow/design.v
export SDC_FILE = /design/flow/constraint.sdc
export NUM_CORES = 4
export LEC_CHECK = 1
export CORE_AREA = 10 10 85 85
export DIE_AREA = 0 0 95 95
</file>
<file path="/design/flow/constraint.sdc">
current_design seven_segment

set clk_period 8.3
set clk_io_pct 0.2

create_clock -name clk0 -period $clk_period [get_ports {clk}]

set non_clock_inputs [all_inputs -no_clocks]
set_input_delay [expr $clk_period * $clk_io_pct] -clock clk0 $non_clock_inputs
set_output_delay [expr $clk_period * $clk_io_pct] -clock clk0 [all_outputs]
</file>
<file path="/design/flow/design.v">
`timescale 1ns / 1ps
module seven_segment(
    input logic clk, reset,
    input logic [7:0] data,
    output logic [6:0] seg,
    output logic [3:0] an,
    output logic dp
    );
    logic [1:0] s;	 
    logic [3:0] digit;
    logic [3:0] aen;
    logic [7:0] temp;
    logic [15:0] bcd;
    always_comb begin
        temp = data;
        bcd = 16'b0;
        repeat (8) begin
            if (bcd[15:12] > 4)
                bcd[15:12] = bcd[15:12] + 3;
            if (bcd[11:8] > 4)
                bcd[11:8] = bcd[11:8] + 3;
            if (bcd[7:4] > 4)
                bcd[7:4] = bcd[7:4] + 3;
            if (bcd[3:0] > 4)
                bcd[3:0] = bcd[3:0] + 3;                
            bcd = {bcd[14:0], temp[7]};
            temp = {temp[6:0], 1'b0};                         
        end
    end
    assign dp = 1;
    assign aen[3] = bcd[15] | bcd[14] | bcd[13] | bcd[12];
    assign aen[2] = bcd[15] | bcd[14] | bcd[13] | bcd[12] | bcd[11] | bcd[10] | bcd[9] | bcd[8];
    assign aen[1] = bcd[15] | bcd[14] | bcd[13] | bcd[12] | bcd[11] | bcd[10] | bcd[9] | bcd[8] | bcd[7] | bcd[6] | bcd[5] | bcd[4];
    assign aen[0] = 1;
    always_comb begin
        case(s)
            0: digit = bcd[3:0];  
            1: digit = bcd[7:4];  
            2: digit = bcd[11:8];
            3: digit = bcd[15:12];
            default: digit = bcd[3:0];
        endcase
    end    
    always_comb begin
        case(digit)
            4'h0: seg = 7'b1000000; 
            4'h1: seg = 7'b1111001; 
            4'h2: seg = 7'b0100100; 
            4'h3: seg = 7'b0110000; 
            4'h4: seg = 7'b0011001; 
            4'h5: seg = 7'b0010010; 
            4'h6: seg = 7'b0000010; 
            4'h7: seg = 7'b1111000; 
            4'h8: seg = 7'b0000000; 
            4'h9: seg = 7'b0010000; 
            4'ha: seg = 7'b0001000;
            4'hb: seg = 7'b0000011;
            4'hc: seg = 7'b1000110;
            4'hd: seg = 7'b0100001;
            4'he: seg = 7'b0000110;
            4'hf: seg = 7'b0001110;
            default: seg = 7'bxxxxxxx;
        endcase
    end
    always_comb begin
        an = 4'b1111;
        if(aen[s] == 1)
            an[s] = 0;
    end
    always_ff @(posedge clk) begin
        if (reset)
            s <= 0;
        else
            s <= s + 1;
    end
endmodule
</file>
<file path="/design/flow/run.sh">
#!/bin/bash
# OpenROAD 26Q1-2900-gdf79404cd8, Yosys 0.63+post, stock flow scripts
make -C /OpenROAD-flow-scripts/flow DESIGN_CONFIG=/design/flow/config.mk WORK_HOME=/design/flow/orfs finish
</file>
==> results.ini <==
[critical_path]
worst_ep_required_time_ps=6640
cpPeakStageDelay_ps=410
arrival_ps=6420
critPathLaunchType=input port
worstSetupEndpointType=primary output
reg2reg_from=s[0]
crit_fanout=4
critPathLaunch=data[5]
path_common_cell=ha_4
slowest_stage=o32a_4
path_class=in -> out

[status]
status=completed

[global_route]
overflow=0
grt_pass1_vias=2187
grt_pass1_wl_um=9494
grt_max_degree=12
grt_usage=0.1221
grt_antenna_before_repair=0

[sta]
hold_slack_ps=486.6
max_slew_margin=0.6640
finalHoldViolations=0
drv_slew=0
worst_pin_slew_ps=504.0
min_period_ps=8081
max_freq_ghz=0.1237
setup_viol=0
finalCritPeriodShare=0.9736
fin_skew_ps=1.110

[pwr]
p_leak_nw=1.444
power_density_nw_per_um2=155.2
ir_drop_uv=100.4
total_power_mw=0.4945

[route]
dr_total_vias=2294
drc=0
postRouteAntennaNets=0
antenna_cells=0
dr.pass1.iters=4
drt_iter0_markers=85
avgViaCountPerCell=5.347
routed_wl_um=5804
wl_per_cell_um=13.53

[floorplanning]
die-area_um2=9025
die_h_um=95
io_pins=22
fp_util=0.3354
core.rowCount=27
fp.coreArea_um2=5473
die_w_um=95

[placed_design]
dp_hpwl_um=4313
io_buffers=20
gp_congestion=0.8870

[yosys]
netlist_area_um2=1836
synth_cell_types=76
yosys.area.top_type=ha_1
synth-main-ff-cell=dfxtp_1
ys_seq_frac=0.02181
yosys_warnings=1
yosys_cells=239
synthTopCellsByArea=ha_1 16%, inv_1 5.5%, mux2i_1 3.8%, nor3_1 3.8%, o211ai_1 3.3%
top_cell_area_share=0.1568
async_flop_share=0
syn_inst=239
ys_ff=2
enable_flop_cells=0
ys_chip_area_um2=1836
postSynthAreaPerCell_um2=7.680

[clock_tree]
clock_path_buffers=2
tritoncts=done
clockRootBuffer=clkbuf_8
cts_hold_buffers=0
clock_sinks=2
clk_pin_slew_ps=30
htree_levels=1
clk_latency_ps=210
cts-buffers-inserted=3

[min_path]
min-delay-path-class=reg -> reg
holdCritStartpoint=s[0]

[run]
log.warning_count=42
drv_cap=0

[finish]
nFillCells=449
fin_util=0.5823
area_growth_pct=73.62
largest_reg_flops=2
regMostFlops=s
drive_gt1_frac=0.5126
largestRegisters=s x2

-- cells by family after synthesis --
group | after synthesis | synth area share
buffers and inverters | 41 | 0.1036
AND-OR/OR-AND | 79 | 0.3763
other | 1 | 0.002043
adder cells (fa/ha/maj) | 24 | 0.1622
flip-flops | 2 | 0.02181
multiplexers | 8 | 0.04431
AND/OR/NAND/NOR | 80 | 0.2590
XOR/XNOR | 4 | 0.03068
-- where the power goes --
group / internal, mW / switching (mW) / leakage [nW]
registers: 0.0106 / 0.000861 / 0.0167
logic: 0.249 / 0.197 / 1.41
clock network: 0.0306 / 0.00668 / 0.0216
-- through the flow --
stage	area [um2]	worst slack, ps	setup TNS [ps]	instances
2_1_floorplan	1841	13.82	0	239
3_3_place_gp	2688	-661.5	-3846	403
3_5_place_dp	2688	-665.1	-3947	403
4_1_cts	2983	5.322	0	417
5_1_grt	3187	-11.31	-11.31	429
6_report	3187	219.1	0	429
-- layout make-up --
type | instances | area (um2) | share of cell area
Clock buffer | 3 | 41.29 | 0.01296
Inverter | 27 | 113.9 | 0.03573
Timing Repair Buffer | 129 | 1018 | 0.3196
Sequential cell | 2 | 40.04 | 0.01256
Tap cell | 72 | 90.09 | 0.02827
Multi-Input combinational cell | 196 | 1883 | 0.5909
-- Yosys cell counts, drive strengths merged, types with 3 or more instances --
| library cell | number |
|---|---|
| o22ai | 3 |
| nor3 | 15 |
| ha | 23 |
| a32oi | 3 |
| inv | 27 |
| o311ai | 3 |
| and4 | 4 |
| o2111ai | 4 |
| a31o | 3 |
| nor2b | 3 |
| buf | 13 |
| a31oi | 3 |
| o31ai | 5 |
| nand2 | 9 |
| and3 | 5 |
| or3 | 6 |
| a211oi | 8 |
| a21oi | 5 |
| nand2b | 7 |
| o21ai | 8 |
| nor2 | 15 |
| mux2i | 7 |
| o211ai | 8 |
| nand3 | 6 |
-- timing repair --
action                                  CTS  global route
gates resized                            51            38
pin swaps                                30            34
buffers inserted                         11            13
endpoints found under the setup margin   10             8
endpoints found under the hold margin     0             0
-- worst max-delay path: cells and delay by family --
family,cells,cell delay [ps]
and+or+nand+nor,5,930
muxes,2,470
AOI/OAI and AO/OA,8,1710
adders and majority gates,4,650
buffers and inverters,9,1010
-- cell usage in the layout, fill, tap and decap left out, types with 3 or more instances in the layout --
master | synthesis | final
mux2i_1 | 7 | 6
and3_1 | 5 | 3
dlymetal6s2s_1 | 0 | 3
nand2_1 | 9 | 8
o2111ai_1 | 4 | 4
or3_1 | 6 | 5
ha_1 | 23 | 13
o31ai_2 | 4 | 4
a32oi_1 | 3 | 3
inv_1 | 27 | 20
inv_2 | 0 | 4
clkdlybuf4s50_1 | 0 | 10
clkbuf_2 | 0 | 3
ha_2 | 0 | 4
nor3_2 | 0 | 5
o211ai_1 | 8 | 8
buf_6 | 3 | 4
o21ai_0 | 6 | 5
clkbuf_8 | 0 | 3
nand2b_1 | 7 | 7
ha_4 | 0 | 6
a21oi_1 | 4 | 3
buf_4 | 2 | 105
nor3_1 | 14 | 7
nor2_1 | 13 | 12
nand3_1 | 6 | 6
nor3_4 | 1 | 3
a211oi_2 | 3 | 6
nor2b_1 | 3 | 3
-- worst paths after layout --
kind / endpoint / slack (ps) / cells past startpoint
worst max-delay path: seg[5] / 220 / 28
worst min-delay path: s[0] / 490 / 1
worst max register to register: s[1] / 7260 / 3
worst min register to register: s[0] / 490 / 1
-- per-layer routing --
metal / wire, um / vias up / part of all wire / GRT usage
li1: - / 1164 / - / -
met3: 212 / 4 / 0.037 / 0.008013
met5: 0 / - / 0 / 0
met1: 2804 / 1083 / 0.48 / 0.1660
met2: 2756 / 43 / 0.47 / 0.2134
met4: 31 / 0 / 0.0053 / 0.01247
Power and IR drop assume default switching activity.
