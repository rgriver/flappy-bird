==> design/flow/config.mk <==
export PLATFORM = sky130hd
export DESIGN_NAME = rgb_multiplexing
export DESIGN_NICKNAME = rgb_multiplexing
export VERILOG_FILES = /design/flow/design.v
export SDC_FILE = /design/flow/constraint.sdc
export NUM_CORES = 4
export LEC_CHECK = 1
export CORE_AREA = 10 10 70 70
export DIE_AREA = 0 0 80 80
==> design/flow/run.sh <==
#!/bin/bash
# OpenROAD 26Q1-2900-gdf79404cd8, Yosys 0.63+post, stock flow scripts
make -C /OpenROAD-flow-scripts/flow DESIGN_CONFIG=/design/flow/config.mk WORK_HOME=/design/flow/orfs finish
==> design/flow/constraint.sdc <==
current_design rgb_multiplexing

set clk_period 1.7
set clk_io_pct 0.2

create_clock -name clk0 -period $clk_period

set non_clock_inputs [all_inputs -no_clocks]
set_input_delay [expr $clk_period * $clk_io_pct] -clock clk0 $non_clock_inputs
set_output_delay [expr $clk_period * $clk_io_pct] -clock clk0 [all_outputs]
==> design/flow/design.v <==
`timescale 1ns / 1ps
module rgb_multiplexing(
    input logic vid_on, bird_on, ground_on, pipe_on, logo_on, back_on,
    input [11:0] bird_rgb, ground_rgb, logo_rgb, back_rgb, pipe_rgb,
    output logic [11:0] rgb
    );
    always_comb begin    
        if (~vid_on)
            rgb = 12'h000;
        else begin
            if (logo_on) 
                rgb = logo_rgb; 
            else if (bird_on)
                rgb = bird_rgb;
            else if (ground_on)
                rgb = ground_rgb;
            else if (pipe_on)
                rgb = pipe_rgb; 
            else if (back_on)
                rgb = back_rgb;
            else
                rgb = 12'h6bc;
        end
    end
endmodule
==> run summary <==
run status - finished, final reports clean
delay of the slowest cell on the worst path - 0.42 ns
routability congestion estimate - 0.811
cell type group with the largest total delay on the critical path - buffers and inverters
Seq cells - 0
area leader, netlist - sky130_fd_sc_hd__a221oi_1
worst slack after detailed placement - -0.680 ns
area of the die - 6400 sq um
final cycle utilization of the critical path - 0.967
antenna fix cells - 0
crit end category - output port
maximum number of pins on one net before global-route repair - 11
sequential group share of total power - 0
row count - 21
synthesis-to-finish area growth - 182%
clock period minus worst slack - 1.64 ns
complex-gate fraction of the synthesized area - 0.597
worst hold path type - in -> out
tightest slew margin relative to the limit - 0.794
number of instances in the synthesized netlist - 88
area share of and/or/nand/nor cells after synthesis - 0.236
area fraction in mux cells - 0
GRT Total Usage - 0.113
cell-by-cell trace of the critical path - clkdlybuf4s50_1, a221oi_2, a21oi_2, buf_2
count of final hold-check violations - 0
number of warnings the tools reported - 32
required arrival time at the worst endpoint - 1.36 ns
Die X-Extent - 80 microns
routed length per instance - 16.7 microns
number of warnings reported in the yosys synthesis log - 1
Synth area leaders - sky130_fd_sc_hd__a221oi_1 (10%), sky130_fd_sc_hd__a221oi_2 (10%), sky130_fd_sc_hd__nand2_1 (9.6%), sky130_fd_sc_hd__o221ai_1 (8.9%), sky130_fd_sc_hd__o211a_1 (8.5%)
switching power summed over all nets - 0.134 mW
count of clock buffers in the final design - 0
largest family of logic cells by area - AND-OR/OR-AND gates
synthesized-area fraction occupied by adder cells - 0
pwr dens - 224 nW/um^2
final setup violating endpoints - 0
switching fraction of total power - 0.360
Core Area - 3420 sq um
mean post-synth cell area - 6.70 sq um
transition at the pin with the smallest max-transition slack - 0.309 ns
Internal - 0.239 mW
worst path buffer plus inverter count - 2
crit path max fanout - 1
total power - 0.373 mW
fraction of the yosys area taken by sequential cells - 0
residual DRC count - 0
share of cells above drive strength 1 - 0.353
vias in the first global route - 1131
DR vias - 1059
Max Freq - 0.608 GHz
Worst EP arrival - 1.30 ns
post-synthesis cell type count - 22
count of final max-slew check failures - 0
length of the first detailed-routing pass in iterations - 4
Top-Level Pins - 78
xor and xnor fraction of the mapped netlist area - 0
Placed Instance Area - 1470 sq um
Crit Path Category - in -> out
combinational share of power - 1.000
Clock power frac - 0
total cells reported by yosys after synthesis - 88
Setup crit start kind - primary input
setup total negative slack - 0 ns
unrepaired setup endpoints after global routing - no
initial antenna violation count - 0
Mapped Area - 589 sq um
FF+latch area - 0 sq um
Via density - 4.60
die extent in y - 80 microns
first-pass GRT wire length - 5900 microns
estimated wirelength of the detail-placed design - 3000 microns
Final Routed Wirelength - 3850 microns
Setup WS post-layout - 0.0556 ns
Leak - 0.770 nW
remaining global-route overflow - 0
total of max-cap violations - 0
Initial DRC Count - 49
Worst VDD drop - 0.107 mV
share of the core filled by cells before placement - 0.173
critical-path cell with the highest stage delay - sky130_fd_sc_hd__clkdlybuf4s50_1
Final Cell Area - 1660 sq um
chip area in the Yosys report - 589 sq um
fraction of synthesized cell area taken by the top area cell type - 0.104
ANT nets after route - 0
number of buffer cells added on primary ports - 78
## layout by cell type (no fill, tap or decap)
cell type                         netlist  routed
sky130_fd_sc_hd__clkdlybuf4s50_1        0      49
sky130_fd_sc_hd__buf_4                  0      18
sky130_fd_sc_hd__nand2_1               15      15
sky130_fd_sc_hd__buf_2                  1      11
sky130_fd_sc_hd__a221oi_2               4      10
sky130_fd_sc_hd__inv_1                 12      10
sky130_fd_sc_hd__dlygate4sd2_1          0       8
sky130_fd_sc_hd__o21ai_0                7       7
sky130_fd_sc_hd__o221ai_2               0       6
sky130_fd_sc_hd__buf_6                  3       6
sky130_fd_sc_hd__a21oi_1                7       5
sky130_fd_sc_hd__and2_1                 5       5
sky130_fd_sc_hd__o211a_1                5       5
sky130_fd_sc_hd__dlymetal6s2s_1         0       4
sky130_fd_sc_hd__o2111ai_1              5       3
sky130_fd_sc_hd__clkdlybuf4s15_1        0       3
sky130_fd_sc_hd__inv_2                  0       2
sky130_fd_sc_hd__nor2_4                 1       2
sky130_fd_sc_hd__o2111ai_2              0       2
sky130_fd_sc_hd__a21oi_2                0       2
sky130_fd_sc_hd__buf_12                 0       2
sky130_fd_sc_hd__nand3b_1               1       1
sky130_fd_sc_hd__or3b_1                 1       1
sky130_fd_sc_hd__o211ai_1               1       1
sky130_fd_sc_hd__a31oi_1                1       1
sky130_fd_sc_hd__nor2b_4                1       1
sky130_fd_sc_hd__nand2b_4               0       1
sky130_fd_sc_hd__a221oi_1               7       1
sky130_fd_sc_hd__clkbuf_2               0       1
sky130_fd_sc_hd__buf_8                  0       1
## cells by family (layout without fill, tap and decap cells)
| group | Yosys count | after routing |
|---|---|---|
| AND-OR/OR-AND | 43 | 43 |
| AND/OR/NAND/NOR | 26 | 26 |
| buffers and inverters | 19 | 115 |
## power by group through the flow
stage	combinational, mW	sequential [mW]	clock [mW]
final	0.373	0	0
after global routing	0.404	0	0
after CTS	0.365	0	0
## timing repair
action / in CTS / in global routing
pin swaps: 20 / 15
hold buffers: 0 / 0
resized: 78 / 20
setup endpoints to repair: 12 / 11
setup buffers: 17 / 2
## synthesized netlist by cell type, types with 2 or more instances
cell type	n
sky130_fd_sc_hd__a221oi_2	4
sky130_fd_sc_hd__o211a_1	5
sky130_fd_sc_hd__and2_1	5
sky130_fd_sc_hd__o221ai_1	6
sky130_fd_sc_hd__inv_1	12
sky130_fd_sc_hd__a21oi_1	7
sky130_fd_sc_hd__o21ai_0	7
sky130_fd_sc_hd__a221oi_1	7
sky130_fd_sc_hd__buf_6	3
sky130_fd_sc_hd__o2111ai_1	5
sky130_fd_sc_hd__nand2_1	15
sky130_fd_sc_hd__clkbuf_1	2
## final cells by class
cell class | instances | area [sq um]
Tap cell | 46 | 57.6
Multi-Input combinational cell | 69 | 601
Timing Repair Buffer | 103 | 958
Inverter | 12 | 45.0
Fill cell | 328 | 1750
## layer usage
layer,GRT usage,share of wire,routed length (microns),vias up
met5,0,0,0,-
met4,0,0,0,0
met3,0.0182,0.045,173,0
met2,0.193,0.50,1940,30
met1,0.154,0.45,1740,493
li1,-,-,-,536
## stage by stage
stage	cells	util	hold WS (ns)
after floorplan	88	-	0.753
after global placement	214	0.429	1.66
after detailed placement	214	0.429	1.67
after CTS	230	0.478	1.18
after global routing	230	0.486	1.18
final	230	0.486	1.15
## path summary, 6_finish.rpt
path                        start       to  slack, ns  cells past startpoint
worst max-delay path  bird_rgb[2]   rgb[2]       0.06                      4
worst min-delay path    ground_on  rgb[10]       1.15                      5
Power figures rest on the tool's default switching activity, not on a simulated workload.
