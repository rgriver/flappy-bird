--- flow/constraint.sdc ---
current_design vga_sync

set clk_period 3.3
set clk_io_pct 0.2

create_clock -name clk0 -period $clk_period [get_ports {clk}]

set non_clock_inputs [all_inputs -no_clocks]
set_input_delay [expr $clk_period * $clk_io_pct] -clock clk0 $non_clock_inputs
set_output_delay [expr $clk_period * $clk_io_pct] -clock clk0 [all_outputs]
--- flow/design.v ---
`timescale 1ns / 1ps
module vga_sync(
    input logic clk, reset,
    output logic hsync, vsync,
    output logic [10:0] x,
    output logic [9:0] y,
    output logic vidon
    );
    parameter HACTIVE = 11'd640;
    parameter HFP = 11'd16;
    parameter HSYN = 11'd96;
    parameter HBP = 11'd48;
    parameter HMAX = 11'd800;
    parameter VACTIVE = 10'd480;
    parameter VFP = 11'd10;
    parameter VSYN = 11'd2;
    parameter VBP = 11'd33;
    parameter VMAX = 11'd525;
    always @(posedge clk, posedge reset) begin
        if (reset) x <= 11'b0;
        else if (x == HMAX - 1) x <= 11'b0;
        else x <= x + 11'b1;
    end
    always @(posedge clk, posedge reset) begin
        if (reset)
            y <= 10'b0;
        else if (x == HMAX - 1) begin
            if (y == VMAX - 1) y <= 10'b0;
            else y <= y + 10'b1; 
        end else y <= y;
    end
    assign hsync = ~((x >= HACTIVE + HBP) & (x < HACTIVE + HBP + HSYN));
    assign vsync = ~((y >= VACTIVE + VBP) & (y < VACTIVE + VBP + VSYN));
    assign vidon = ((x < HACTIVE) & (y < VACTIVE));
endmodule
--- flow/config.mk ---
export PLATFORM = sky130hd
export DESIGN_NAME = vga_sync
export DESIGN_NICKNAME = vga_sync
export VERILOG_FILES = /design/flow/design.v
export SDC_FILE = /design/flow/constraint.sdc
export NUM_CORES = 4
export LEC_CHECK = 1
export CORE_AREA = 10 10 89 89
export DIE_AREA = 0 0 99 99
--- flow/run.sh ---
#!/bin/bash
# OpenROAD 26Q1-2900-gdf79404cd8, Yosys 0.63+post, stock flow scripts
make -C /OpenROAD-flow-scripts/flow DESIGN_CONFIG=/design/flow/config.mk WORK_HOME=/design/flow/orfs finish
==> results.cfg <==
; implementation run metrics
[clocking]
cts_root_buf = clkbuf_8
cts_tree = yes
clock_latency_ps = 250
cts-resized-gates = 0
clock_path_buffers = 2
post_cts.repair.setup_buffers = 0
clkTransAtPathRegs_ps = 70
htreeDepth = 1
cts_hold_buf = 0
cts_sinks = 21
numCtsBuffers = 3

[sta]
worst_pin_slew_ps = 542
finalHoldViolations = 0
fin_skew_ps = 2.43
fin_crit_ps = 2680
fmax_ghz = 0.373
timing.slew.headroom = 0.634
report.final.slew_viol_count = 0
finalClockPeriodUsage = 0.812
setup-violations-final = 0
rsz0062_at_grt = no
tns_ps = 0

[power]
seq_power_share = 0.600
p_switching_mw = 0.0838
finalPower_mw = 0.429
switching_share = 0.196
combPwrFrac = 0.016
leakage_nw = 0.634
clkPwrFrac = 0.384
power.internal_mw = 0.345
vdd_drop_max_mv = 0.116
power_density_nw_per_um2 = 279

[min_path]
hp-class = reg2reg
hold_start = y[7]

[yosys]
synth_seq_share = 0.460
yosys.area.top_type = dfrtp_1
synth-seq-cells = 21
yosysWarnings = 1
syn_area_um2 = 1140
top_cells_by_area = dfrtp_1, xnor2_1, ha_1
syn_area_per_cell_um2 = 10.3
top_cell_area_share = 0.460
synthesis.instances = 111
yosysUniqueCellTypes = 28
ys_chip_area_um2 = 1140
synth_stat.cells = 111

[routing]
viasPerCell = 4.13
num_antenna_cells = 0
drc = 0
dr.pass1.iters = 4
drt_wl_total_um = 2720
drt_iter0_markers = 63
vias = 889
ant_nets = 0
avgRoutedWirePerCell_um = 12.7

[critical_path]
critPathSlowestCell = or4b_4
crit_path_max_incr_delay_ps = 630
cp.required_ps = 2640
cp.arrival_ps = 2020
crit_chain = or4b_4 > o32ai_1 > nand2_1 > clkdlybuf4s50_1
crit_type = reg2out
startpoint = x[6]
crit_fanout = 8
crit_path_start_kind = register
endpoint_kind = primary output
worstReg2RegStart = x[6]

[placement]
gp_congestion = 0.829
port_buffers = 25
hpwl_um = 2110

[floorplanning]
core_area_um2 = 5990
dieArea_um2 = 9800
fp.dieH_um = 99
die_w_um = 99
pin_count = 26
rows = 28
initCoreUtil = 0.191

[global_route]
track_usage = 0.0556
grt_pass1_vias = 861
antenna_found_initial = 0
grt_max_degree = 22
grt_pass1_wl_um = 4590
overflow = 0

[layout]
syn_to_final_growth_pct = 34.3
layout-drive-gt1-share = 0.0714
fill_cells = 614

[status]
outcome = complete, no violations

[run]
cap_viol_max_count = 0
openroad.warnings = 29
## final timing paths
path	endpoint	slack, ps	depth (start not counted)
hold reg to reg	y[7]	520	1
setup reg to reg	y[9]	1400	4
min in group asynchronous	x[10]	740	3
hold / removal	y[7]	520	1
max in group asynchronous	y[0]	2350	3
setup / recovery	hsync	620	4
## stage by stage
step | area [um2] | hold WS [ps] | util | std cells | setup slack (ps)
after floorplan | 1140 | 459 | - | 111 | 1440
after global placement | 1490 | 520 | 0.249 | 211 | 891
after detailed placement | 1490 | 510 | 0.249 | 211 | 907
after CTS | 1530 | 524 | 0.256 | 215 | 601
after global routing | 1530 | 561 | 0.256 | 215 | 481
final | 1530 | 518 | 0.256 | 215 | 622
## flip-flops by register name, summed over array words and instances, names as in the netlist
register  cells
x            11
y            10
## critical path, delay by kind of cell (launching register included)
kind	cells	cell delay [ps]
buffers and inverters	1	420
AND-OR/OR-AND	1	140
AND/OR/NAND/NOR	2	730
flip-flops	1	460
## layer usage
| layer | track usage | up-vias | wire length, um |
|---|---|---|---|
| met1 | 0.0843 | 421 | 1380 |
| met2 | 0.0782 | 17 | 1200 |
| met3 | 0.0148 | 2 | 122 |
| met4 | 0.00772 | 0 | 20 |
| met5 | 0 | - | 0 |
| li1 | - | 449 | - |
## power groups by stage
stage / registers (mW) / logic [mW] / clock network [mW]
after CTS: 0.257 / 0.00769 / 0.174
after global routing: 0.257 / 0.00864 / 0.187
final: 0.257 / 0.00705 / 0.164
## synthesized netlist by cell type (all sizes together)
library cell,instances
nor4,4
a2111oi,1
xnor2,11
buf,1
nor2,9
or4b,1
o21ai,5
nand4b,1
and3,5
nand3,12
a21oi,3
nand4,4
xor2,4
nand2b,1
nor4b,2
and4,1
ha,5
dfrtp,21
nand2,5
inv,7
nor3,3
and2,2
o32ai,1
nor2b,2
## layout make-up
cell class / count / area, um2 / share of cell area
clock buffers: 4 / 45.0 / 0.0294
inverters: 7 / 26.3 / 0.0171
multi-input cells: 82 / 586 / 0.382
flip-flops and latches: 21 / 526 / 0.343
well taps: 75 / 93.8 / 0.0612
repair buffers: 26 / 258 / 0.168
## kinds of logic (layout without fill, tap and decap cells)
logic type / count (synthesis) / after routing / share of synthesized area
simple gates: 52 / 52 / 0.292
flops: 21 / 21 / 0.460
xor+xnor: 15 / 15 / 0.115
compound gates: 10 / 10 / 0.0504
buf+inv: 8 / 37 / 0.0274
fa+ha+maj: 5 / 5 / 0.0548
## cells in the final DEF, fill, tap and decap left out, types with 3 or more instances in the layout
master,n
a21oi_1,3
and3_1,5
clkbuf_8,3
clkdlybuf4s50_1,25
dfrtp_1,21
ha_1,5
inv_1,7
nand2_1,5
nand3_1,11
nand4_1,4
nor2_1,9
o21ai_0,4
xnor2_1,11
xor2_1,4
Power figures rest on the tool's default switching activity, not on a simulated workload.
